==> ./design.v <==
module fifo #(parameter WIDTH = 592, DEPTH = 4) (
    input  logic                 clk,
    input  logic                 rst_n,
    input  logic                 pop,
    input  logic                 push,
    input  logic [WIDTH-1:0]     write_data,
    output logic [WIDTH-1:0]     read_data,
    output logic                 fifo_full,
    output logic                 fifo_empty
);
    logic [WIDTH-1:0] buffer [0:DEPTH-1];
    logic [$clog2(DEPTH)-1:0] read_pointer, write_pointer;
    logic [$clog2(DEPTH):0]   count;
    assign fifo_empty = (count == 0);
    assign fifo_full  = (count == DEPTH);
    assign read_data = buffer[read_pointer];
    always_ff @(posedge clk or negedge rst_n) begin
        if (!rst_n)
            count <= 0;
        else if (push && !fifo_full && !(pop && !fifo_empty))
            count <= count + 1;
        else if (pop && !fifo_empty && !(push && !fifo_full))
            count <= count - 1;
    end
    always_ff @(posedge clk or negedge rst_n) begin
        if (!rst_n) begin
            write_pointer <= 0;
            for (int k = 0; k < DEPTH; k++)
                buffer[k] <= 0;
        end 
        else if (push && !fifo_full) begin
            buffer[write_pointer] <= write_data;
            if (write_pointer == DEPTH-1)
                write_pointer <= 0;          
            else
                write_pointer <= write_pointer + 1;
        end
    end
    always_ff @(posedge clk or negedge rst_n) begin
        if (!rst_n) begin
            read_pointer <= 0;
        end
        else if (pop && !fifo_empty) begin
            if (read_pointer == DEPTH-1)
                read_pointer <= 0;           
            else
                read_pointer <= read_pointer + 1;
        end
    end
endmodule
==> ./run.sh <==
#!/bin/bash
# OpenROAD 26Q1-2900-gdf79404cd8, Yosys 0.63+post, stock flow scripts
make -C /OpenROAD-flow-scripts/flow DESIGN_CONFIG=/design/flow/config.mk WORK_HOME=/design/flow/orfs finish
==> ./config.mk <==
export PLATFORM = sky130hd
export DESIGN_NAME = fifo
export DESIGN_NICKNAME = fifo
export VERILOG_FILES = /design/flow/design.v
export SDC_FILE = /design/flow/constraint.sdc
export NUM_CORES = 4
export LEC_CHECK = 1
export CORE_UTILIZATION = 30
==> ./constraint.sdc <==
current_design fifo

set clk_period 72.5
set clk_io_pct 0.2

create_clock -name clk0 -period $clk_period [get_ports {clk}]

set non_clock_inputs [all_inputs -no_clocks]
set_input_delay [expr $clk_period * $clk_io_pct] -clock clk0 $non_clock_inputs
set_output_delay [expr $clk_period * $clk_io_pct] -clock clk0 [all_outputs]
==> results.py <==
# Physical implementation metrics
metrics = {
    "final_timing": {
        "layout_min_cycle_time_ns": 20.99,
        "finalSetupTns_ns": 0,
        "skew_ns": 0.0397,
        "post-route-worst-setup-slack_ns": 51.51,
        "slew_violations": 0,
        "hold_viol": 0,
        "period_used_pct": 28.9,
        "slew_headroom_pct": 30.9,
        "fmax_mhz": 47.7,
        "finalSetupViolCount": 0,
        "rsz0062_at_grt": "no",
        "worstMarginPinSlew_ns": 1.04,
    },
    "critical_path": {
        "cpLargestDelayFamily": "buffers and inverters",
        "critical_path_buf_inv_count": 8,
        "critPathRequiredTime_ns": 58.00,
        "cp_common_cell": "buf_4",
        "worstReg2RegStart": "write_pointer[0]$_DFFE_PN0P_",
        "start_kind": "flip-flop",
        "worstPathArrival_ns": 6.49,
        "cp_cell_sequence": "inv_1, ha_4, buf_4, buf_4, buf_4, buf_4, buf_12, buf_4, mux2i_1, clkdlybuf4s50_1",
        "regToRegEndpoint": "buffer[2][440]$_DFFE_PN0P_",
        "crit_slowest_cell": "buf_4",
        "r2r_setup_slack_ns": 66.88,
        "max_stage_delay_ns": 0.66,
        "reg2reg_depth": 11,
        "crit_type": "reg -> out",
        "crit_fanout": 71,
        "critical_path.endpoint_type": "output pin",
    },
    "floorplan": {
        "die-area_sq_mm": 0.350,
        "io_pins": 1190,
        "fp.dieW_um": 592,
        "die_y_um": 592,
        "core-area_sq_mm": 0.346,
        "num_rows": 216,
        "fp_util_pct": 30.2,
    },
    "detailed_routing": {
        "met3_length_mm": 33.6,
        "wl_mm": 315,
        "ant_nets": 0,
        "highest_layer": "met5",
        "drc_errors": 0,
        "drt_iter0_drc": 5571,
        "num_vias": 65800,
        "dr_wl_met2_mm": 143,
        "dr.pass1.iters": 9,
        "met1_length_mm": 129,
        "wl_per_cell_um": 24.2,
        "vias_per_cell": 5.04,
    },
    "placement": {
        "gp_congestion": 0.886,
        "place_ws_ns": 52.23,
        "portBuffers": 1189,
        "dp_hpwl_mm": 211,
        "place_area_sq_mm": 0.120,
        "placedCellCount": 12500,
    },
    "yosys": {
        "syn-mean-instance-area_sq_um": 14.7,
        "ys_warn_count": 2,
        "top_area_share_pct": 56.9,
        "topCellsByArea": "dfrtp_1 (57%), mux2_2 (26%), a222oi_1 (5.7%)",
        "synth.yosys.seq_area_share_pct": 56.9,
        "synth_cell_type_count": 21,
        "synthArstFlopShare_pct": 100,
        "yosys-stat-cells": 7081,
        "synth_chip_area_sq_mm": 0.104,
        "synth-edff-count": 0,
        "top_area_cell": "dfrtp_1",
        "syn_inst": 7081,
        "ff_type": "dfrtp_1",
        "netlist_area_sq_mm": 0.104,
        "ys.flops": 2375,
    },
    "global_route": {
        "antenna_found_initial": 152,
        "grt_pass1_vias": 68400,
        "grt_usage_pct": 18.3,
        "overflow": 0,
        "grt_pass1_wl_mm": 471,
        "grt_max_degree": 137,
    },
    "final_layout": {
        "layout_top_cell": "dfrtp_1",
        "lay_top_cells": "dfrtp_1 (2375), mux2_2 (2373), clkdlybuf4s50_1 (1188)",
        "final-instance-count-excl-fill": 13100,
        "final_area_sq_mm": 0.129,
        "drive_above_1_share_pct": 35.4,
        "area_growth_pct": 23.4,
    },
    "job": {
        "cap_violations": 0,
        "warnings": 42,
    },
    "clocking": {
        "cts_buffer_depth": 4,
        "cts_resized": 0,
        "clock-root-buffer": "clkbuf_16",
        "insertion_delay_ns": 0.87,
        "tritoncts": "done",
        "clk_pin_slew_ns": 0.05,
        "cts_hold_buf": 0,
        "h-tree-depth": 5,
        "cts_made_buffers": 275,
        "numClockSinks": 2375,
        "post_cts_buffers": 0,
    },
    "min_path": {
        "hold_class": "reg -> reg",
        "hold_depth": 1,
        "hp-start": "count[2]$_DFFE_PN0P_",
        "whs_endpoint": "count[2]$_DFFE_PN0P_",
    },
    "power_and_ir_drop": {
        "p_total_mw": 6.66,
        "power_density_mw_per_mm2": 51.7,
        "leakage_nw": 53.8,
        "irDropWorstVdd_v": 0.0000296,
    },
    "outcome": {
        "status": "finished clean",
    },
}
-- state kept, by name, summed over array words and instances (netlist names) --
signal         cells
buffer          2368
count              3
read_pointer       2
write_pointer      2
-- synthesized netlist by cell type (2+ instances only) --
library cell / instances
xor2_1: 2
nor2_1: 3
buf_2: 5
clkbuf_8: 20
mux2i_1: 592
nand2_1: 4
buf_1: 21
clkbuf_1: 242
buf_6: 236
dfrtp_1: 2375
mux2_2: 2373
a222oi_1: 592
inv_1: 597
ha_1: 9
nor2_2: 4
-- final cells by class --
class	count	area, sq um
Timing Repair Buffer	1362	13300
Sequential cell	2375	59400
Multi-Input combinational cell	3585	38900
Inverter	597	2240
Antenna cell	72	180
Clock buffer	394	7950
Clock inverter	87	1150
Fill cell	31900	217000
Tap cell	4578	5730
-- worst reg2reg max path, cell delays in order (launching register included) --
cell and delay (ns):
dfrtp_1 0.42, inv_1 0.10, ha_1 0.15, nand2_1 0.09
nor2_4 0.41, buf_4 0.65, buf_4 0.64, buf_4 0.72
buf_4 0.64, buf_4 0.62, buf_4 0.65, mux2_2 0.44
-- per-stage QoR --
step / hold WS (ns) / utilization (%)
final: 0.479 / 37.2
after detailed placement: 0.475 / 34.5
after floorplan: 0.454 / -
after global routing: 0.500 / 37.2
after CTS: 0.485 / 37.2
after global placement: 0.470 / 34.5
-- logic make-up after synthesis --
logic type / after synthesis / synth area share [%]
AND/OR/NAND/NOR: 15 / 0.0791
XOR/XNOR: 3 / 0.0252
AND-OR/OR-AND: 592 / 5.67
multiplexers: 2965 / 31.3
flip-flops: 2375 / 56.9
adder cells (fa/ha/maj): 10 / 0.127
buffers and inverters: 1121 / 5.92
-- worst max-delay path by stage --
stage	to	slack, ns	from	depth (start not counted)
CTS	read_data[362]	51.40	read_pointer[0]$_DFFE_PN0P_	10
global route	read_data[428]	51.20	read_pointer[0]$_DFFE_PN0P_	10
finish	read_data[428]	51.51	read_pointer[0]$_DFFE_PN0P_	10
-- per-layer routing --
| metal | global-route usage (%) | up-vias |
|---|---|---|
| li1 | - | 28500 |
| met1 | 25.3 | 34200 |
| met2 | 27.0 | 2365 |
| met3 | 7.47 | 587 |
| met4 | 5.62 | 116 |
| met5 | 0 | - |
-- power breakdown --
part | internal, mW | switching (mW) | total, mW
clock | 0.831 | 0.560 | 1.39
combinational | 1.63 | 1.29 | 2.91
sequential | 2.01 | 0.340 | 2.35
Power is estimated from default activity; no workload was simulated.
