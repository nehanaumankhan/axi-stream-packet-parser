[flow/config.mk]
export PLATFORM = sky130hd
export DESIGN_NAME = counter
export DESIGN_NICKNAME = counter
export VERILOG_FILES = /design/flow/design.v
export SDC_FILE = /design/flow/constraint.sdc
export NUM_CORES = 4
export LEC_CHECK = 1
export CORE_AREA = 10 10 70 70
export DIE_AREA = 0 0 80 80
[flow/constraint.sdc]
current_design counter

set clk_period 1.1
set clk_io_pct 0.2

create_clock -name clk0 -period $clk_period [get_ports {clk}]

set non_clock_inputs [all_inputs -no_clocks]
set_input_delay [expr $clk_period * $clk_io_pct] -clock clk0 $non_clock_inputs
set_output_delay [expr $clk_period * $clk_io_pct] -clock clk0 [all_outputs]
[flow/design.v]
module counter(
    input  logic clk,
    input  logic rst,
    input  logic tuser,               
    output logic [3:0] stage_ready    
);
    logic enable;
    logic [1:0] count;
    always_ff @(posedge clk or negedge rst) begin
        if (!rst) begin
            count       <= 2'b00;
            enable      <= 0;
            stage_ready <= 4'b0000;
        end 
        else begin
            if (tuser) begin
                enable      <= 1;
                count       <= 2'b00;
                stage_ready <= 4'b0000;   
            end 
            else if (enable) begin
                case (count)
                    2'b00: stage_ready <= 4'b1000;  
                    2'b01: stage_ready <= 4'b0100;  
                    2'b10: stage_ready <= 4'b0010;  
                    2'b11: begin
                        stage_ready <= 4'b0001;     
                        enable      <= 0;        
                    end
                endcase
                count <= count + 1;
            end
        end
    end
endmodule
[flow/run.sh]
#!/bin/bash
# OpenROAD 26Q1-2900-gdf79404cd8, Yosys 0.63+post, stock flow scripts
make -C /OpenROAD-flow-scripts/flow DESIGN_CONFIG=/design/flow/config.mk WORK_HOME=/design/flow/orfs finish
==> flow_metrics.env <==
# source this file to load flow results
export IMPL_clkPwrFrac_pct=31.3
export IMPL_power_frac_comb_pct=25.4
export IMPL_io_pins=7
export IMPL_power_leakage_nw=0.262
export IMPL_routedWlPerCell_microns=7.47
export IMPL_overflow=0
export IMPL_wl_microns=657
export IMPL_drt_first_pass_iters=3
export IMPL_setup_viol=0
export IMPL_die_x_microns=80
export IMPL_relSlewSlack_pct=77.2
export IMPL_vias=234
export IMPL_hold_buffers=0
export IMPL_synth_cell_types=8
export IMPL_numClockSinks=7
export IMPL_yosys_area_sq_um=350
export IMPL_grt_first_pass_wirelength_microns=1040
export IMPL_fp_utilization_pct=10.3
export IMPL_cp_arrival_ps=1190
export IMPL_status="complete, no violations"
export IMPL_io_buffers=6
export IMPL_power_internal_mw=0.552
export IMPL_whs_ps=229
export IMPL_grt_max_degree=8
export IMPL_critPathLaunch="count[0]$_DFFE_PN0P_"
export IMPL_lay_top_cells="dfrtp_1, nor2_1, mux2i_1, ha_1"
export IMPL_die_height_microns=80
export IMPL_ant_nets=0
export IMPL_syn_avg_cell_area_sq_um=12.1
export IMPL_ys_seq_share_pct=50.0
export IMPL_tritoncts="done"
export IMPL_placedInstanceArea_sq_um=472
export IMPL_mostFrequentLayoutCell="dfrtp_1"
export IMPL_drc=0
export IMPL_syn_area_sq_um=350
export IMPL_hold_path_class="in -> async"
export IMPL_final_area_sq_um=513
export IMPL_syn_inst=29
export IMPL_ys_ff=7
export IMPL_core_sq_um=3420
export IMPL_max_cap_violations=0
export IMPL_yosys_warnings=1
export IMPL_cts_path_max_buffers=2
export IMPL_stdcell_count=88
export IMPL_final_util_pct=15.0
export IMPL_cts_clk_slew_worst_paths_ps=50
export IMPL_row_count=21
export IMPL_powerDensity_nw_per_um2=1480
export IMPL_syn2layout_area_growth_pct=46.4
export IMPL_fillers=389
export IMPL_cts_root_buf="clkbuf_4"
export IMPL_fin_skew_ps=2.27
export IMPL_place_inst=82
export IMPL_rr_startpoint="count[0]$_DFFE_PN0P_"
export IMPL_dp_hpwl_microns=508
export IMPL_p_sw_mw=0.210
export IMPL_dieArea_sq_um=6400
export IMPL_reg2reg_slack_ps=40
export IMPL_fin_crit_ps=1060
export IMPL_htree_levels=1
export IMPL_fmax_mhz=948
export IMPL_numCtsBuffers=3
export IMPL_ir_worst_vdd_mv=0.419
export IMPL_grt_usage_pct=2.03
export IMPL_worst_pin_slew_ps=342
export IMPL_fin_crit_sh_pct=95.9
export IMPL_report_power_total_mw=0.762
export IMPL_cp_end_kind="register"
export IMPL_start_kind="register"
export IMPL_rsz0062_at_grt="true"
export IMPL_critPathMaxFanout=3
export IMPL_critical_path_class="reg -> reg"
export IMPL_antenna_cells=0
export IMPL_ys_cells=29
export IMPL_log_warning_count=30
export IMPL_drive_gt1_share_pct=21.4
export IMPL_avgViaCountPerCell=2.66
export IMPL_drt_initial_drc_count=3
export IMPL_first_global_vias=229
export IMPL_cp_data_required_time_ps=1230
export IMPL_gp_congestion=0.753
export IMPL_seq_power_share_pct=43.3
export IMPL_clk_latency_ps=250
export IMPL_hold_viol_final=0
export IMPL_netSwitchingFraction_pct=27.5
export IMPL_antenna_found_initial=0
export IMPL_slew_violations=0
through the flow:
stage               setup TNS (ps)  setup slack (ps)
floorplan                        0              72.1
global placement                 0              20.4
detailed placement               0              1.23
CTS                              0              15.0
global route                 -23.4             -12.7
finish                           0              44.6
worst max-delay path: stages (launching register included):
cell and delay (ps):
dfrtp_1 410, buf_4 160, ha_1 180, mux2i_1 130, nor2_1 60
worst paths after layout:
kind | endpoint | depth (start not counted)
max | stage_ready[0]$_DFFE_PN0P_ | 4
min | count[1]$_DFFE_PN0P_ | 1
max reg2reg | stage_ready[0]$_DFFE_PN0P_ | 4
min reg2reg | stage_ready[0]$_DFFE_PN0P_ | 2
max in group asynchronous | count[0]$_DFFE_PN0P_ | 1
min in group clk0 | stage_ready[0]$_DFFE_PN0P_ | 2
final cells by class:
class | count | area [sq um] | share of cell area (%)
inverter | 3 | 11.3 | 2.20
clock buffer | 4 | 26.3 | 5.12
sequential | 7 | 175 | 34.1
timing repair buffer | 10 | 90.1 | 17.6
tap | 46 | 57.6 | 11.2
multi-input combinational | 18 | 153 | 29.8
flip-flops by register name, indices dropped and copies added (netlist names):
signal	cells
enable	1
stage_ready	4
count	2
logic make-up after synthesis:
logic type	after synthesis	synth area share, %
multiplexers	5	14.3
flip-flops	7	50.0
buffers and inverters	4	6.43
AND-OR/OR-AND	1	2.50
adder cells (fa/ha/maj)	5	17.9
XOR/XNOR	1	2.50
AND/OR/NAND/NOR	6	6.43
synth_stat cells:
cell type	count	area, sq um
inv_1	3	11.3
mux2i_1	5	50.1
nor2_1	6	22.5
a21o_2	1	8.76
dfrtp_1	7	175
xnor2_1	1	8.76
buf_6	1	11.3
ha_1	5	62.6
what timing repair did:
action | in CTS | in global routing
resized | 7 | 2
buffers inserted | 2 | 0
endpoints found under the setup margin | 4 | 2
hold endpoints to repair | 0 | 0
pin swaps | 0 | 0
gates cloned | 0 | 0
power by group through the flow:
stage	registers [mW]	logic, mW	clock network (mW)
CTS	0.330	0.199	0.245
global route	0.336	0.222	0.261
finish	0.330	0.194	0.238
metal layers:
metal / vias to the layer above / global-route usage (%) / routed length (microns)
met2: 6 / 2.81 / 279
met1: 106 / 2.43 / 307
li1: 118 / - / -
met3: 4 / 1.36 / 52
met5: - / 0 / 0
met4: 0 / 0.704 / 18
Power and IR drop assume default switching activity.
